**design/flow/run.sh**
```bash
#!/bin/bash
# OpenROAD 26Q1-2900-gdf79404cd8, Yosys 0.63+post, stock flow scripts
make -C /OpenROAD-flow-scripts/flow DESIGN_CONFIG=/design/flow/config.mk WORK_HOME=/design/flow/orfs finish
```
**design/flow/config.mk**
```make
export PLATFORM = sky130hd
export DESIGN_NAME = top
export DESIGN_NICKNAME = top
export VERILOG_FILES = /design/flow/design.v
export SDC_FILE = /design/flow/constraint.sdc
export NUM_CORES = 4
export LEC_CHECK = 1
export CORE_UTILIZATION = 50
```
**design/flow/constraint.sdc**
```tcl
current_design top

set clk_period 2.5
set clk_io_pct 0.2

create_clock -name clk0 -period $clk_period [get_ports {clk_in}]

set non_clock_inputs [all_inputs -no_clocks]
set_input_delay [expr $clk_period * $clk_io_pct] -clock clk0 $non_clock_inputs
set_output_delay [expr $clk_period * $clk_io_pct] -clock clk0 [all_outputs]
```
**design/flow/design.v**
```verilog
`timescale 1ns / 1ps
module clk_prescaler(input clk_in, output reg clk_out);  
reg[19:0] counter = 20'd0;
initial clk_out = 0;
always @(posedge clk_in)
begin
if(counter >= 999_999)
begin
counter <= 0;
clk_out <= ~clk_out; 
end 
else
begin
counter <= counter + 1;
end
end
endmodule 
module counter(input clk, reset, output reg [9:0]out);
initial out  = 0;
always @(posedge clk)
begin
if(reset)
out <= 0;
else 
begin
if(out >= 99)  
out <= 0;
else 
out <= out + 1;
end
end
endmodule
module debouncer(input clk, in, output reg out);
reg [2:0]counter = 3'b000;
always @(posedge clk) 
begin
counter <= {counter[1:0], in};
out <= (counter == 3'b111) ? 1 : 0;
end
endmodule
module comparator(input [7:0]in1,input [7:0]in2, output wire out);
assign out = (in2 > in1) ? 0 : 1; 
endmodule
module PWM_duty_btn(input clk, reset, btn_in, output reg[7:0] out);
reg [2:0] shift_reg = 3'b000;
reg btn_last_val = 0;
initial out = 8'b00000000;
initial shift_reg = 3'b000;
initial btn_last_val = 0;
always @(posedge clk) 
begin
if(reset)
out <= 8'b00000000;
else 
begin 
shift_reg <= {shift_reg[1:0], btn_in}; 
if(shift_reg == 3'b111 && !btn_last_val)
begin       
  if(out >= 90)
    out <= 8'b00000000;
  else
    out <= out + 10;
end
btn_last_val <= (shift_reg == 3'b111); 
end
end
endmodule
module PWM_mode_btn(input clk, reset, btn_in, output reg out);  
reg [2:0] shift_reg = 3'b000;
reg btn_last_val = 0;
always @(posedge clk) 
begin
if(reset)
out <= 0;
else 
begin 
shift_reg <= {shift_reg[1:0], btn_in}; 
if(shift_reg == 3'b111 && !btn_last_val)
begin
  out <= !out; 
end
btn_last_val <= (shift_reg == 3'b111); 
end
end
endmodule
module PWM_Controller(input clk, 			   
          input reset,			  
          input[9:0] counter,	   
          input edge_center_mode,  
          input[7:0] PWM_duty, 	   
          input out_polarity,
          output reg out);
reg PWM_signal = 0;
parameter center_modeLow = 48;
parameter center_modeHigh = 49;
always @(posedge clk)
begin
if(reset)
begin
out <= 0;
end
else
begin 
if(edge_center_mode)  
begin
  if(counter >= PWM_duty)
    PWM_signal <= 0;
  else
    PWM_signal <= 1; 
end
else if(!edge_center_mode) 
begin
  if((counter > center_modeLow - (PWM_duty/2)) && (counter < center_modeHigh + (PWM_duty/2)))
    PWM_signal <= 1;
  else
    PWM_signal <= 0; 
end
if (out_polarity) 
out <= PWM_signal;
else
out <= ~PWM_signal;
end
end
endmodule
module top(input clk_in, 
reset_btn,
duty_btn,
low_hightrueBtn,
edge_centerModeBtn,
input[3:0]channel_select, 
output PWM0,
PWM1,
PWM2,
PWM3);
wire clk_presc;
wire [9:0] counter;
reg [7:0] PWM_duty[3:0];   wire[7:0] PWM_dutyBtn;    
reg out_polarity[3:0];     wire PWM_polarityBtn;
reg edge_center_mode[3:0]; wire PWM_edgeCenterModeBtn;
clk_prescaler clk_prescaler_t(.clk_in(clk_in), .clk_out(clk_presc));
counter counter_t(.clk(clk_in), .reset(reset_btn), .out(counter));
PWM_duty_btn PWM_duty_btn_t(
.clk(clk_presc),
.reset(reset_btn),
.btn_in(duty_btn),
.out(PWM_dutyBtn));
PWM_mode_btn PWM_mode_btn_t(
.clk(clk_presc),
.reset(reset_btn),
.btn_in(low_hightrueBtn),
.out(PWM_polarityBtn));
PWM_mode_btn PWM_mode_btn_edge(
.clk(clk_presc),
.reset(reset_btn),
.btn_in(edge_centerModeBtn),
.out(PWM_edgeCenterModeBtn));
always @(posedge clk_presc)
    begin
      if(channel_select == 4'b0000)
        begin
          PWM_duty[0] <= PWM_dutyBtn;
          out_polarity[0] <= PWM_polarityBtn;
          edge_center_mode[0] <= PWM_edgeCenterModeBtn;       
        end
      else if(channel_select == 4'b0010)
        begin
          PWM_duty[1] <= PWM_dutyBtn;
          out_polarity[1] <= PWM_polarityBtn;
          edge_center_mode[1] <= PWM_edgeCenterModeBtn;
        end
      else if(channel_select == 4'b0100)
        begin
          PWM_duty[2] <= PWM_dutyBtn;
          out_polarity[2] <= PWM_polarityBtn;
          edge_center_mode[2] <= PWM_edgeCenterModeBtn;
        end
      else if(channel_select == 4'b1000)
        begin
          PWM_duty[3] <= PWM_dutyBtn;
          out_polarity[3] <= PWM_polarityBtn;
          edge_center_mode[3] <= PWM_edgeCenterModeBtn;
        end
      else
        begin
          PWM_duty[0] <= 0;
          PWM_duty[1] <= 0;
          PWM_duty[2] <= 0;
          PWM_duty[3] <= 0;
          out_polarity[0] <= 0;
          out_polarity[1] <= 0;
          out_polarity[2] <= 0;
          out_polarity[3] <= 0;
          edge_center_mode[0] <= 0;
          edge_center_mode[1] <= 0;
          edge_center_mode[2] <= 0;
          edge_center_mode[3] <= 0;
        end
end
PWM_Controller PWM0_t(.clk(clk_presc), 
            .reset(reset_btn),
            .counter(counter),
            .edge_center_mode(edge_center_mode[0]),
            .PWM_duty(PWM_duty[0]),
            .out_polarity(out_polarity[0]),
            .out(PWM0));
PWM_Controller PWM1_t(.clk(clk_presc),
            .reset(reset_btn), .counter(counter),
            .edge_center_mode(edge_center_mode[1]),
            .PWM_duty(PWM_duty[1]),
            .out_polarity(out_polarity[1]),
            .out(PWM1));
PWM_Controller PWM2_t(.clk(clk_presc),
            .reset(reset_btn), .counter(counter), 
            .edge_center_mode(edge_center_mode[2]),
            .PWM_duty(PWM_duty[2]),
            .out_polarity(out_polarity[2]),
            .out(PWM2));
PWM_Controller PWM3_t(.clk(clk_presc), 
            .reset(reset_btn),
            .counter(counter), 
            .edge_center_mode(edge_center_mode[3]),
            .PWM_duty(PWM_duty[3]),
            .out_polarity(out_polarity[3]),
            .out(PWM3));
endmodule
```
==> results.sh <==
# yosys + openroad results
export IMPL_coreArea_sq_um=12700
export IMPL_cp_required_ns=2.66
export IMPL_yosys_area_share_xor_xnor=0.0916
export IMPL_worst_path_stages=5
export IMPL_antenna_left=0
export IMPL_io_buffer_count=12
export IMPL_p_clk_frac=0.473
export IMPL_final_setup_worst_slack_ns=0.516
export IMPL_critical_path_slowest_cell="a21oi_4"
export IMPL_worst_ep_arrival_time_ns=2.15
export IMPL_synthMuxAreaShare=0.00154
export IMPL_die_width_um=116
export IMPL_swShare=0.221
export IMPL_cts_setup_buffers=0
export IMPL_combGateArea_sq_um=3860
export IMPL_grt_antenna_before_repair=0
export IMPL_ys_top_logic_family="adder cells"
export IMPL_synth_main_ff_cell="edfxtp_1"
export IMPL_end_kind="flip-flop"
export IMPL_synthCells=658
export IMPL_wl_per_cell_um=15.3
export IMPL_hpwlAfterDp_mm=9.96
export IMPL_status="complete, no violations"
export IMPL_fmax_mhz=504
export IMPL_crit_path_start_kind="flip-flop"
export IMPL_warning_count=33
export IMPL_initCoreUtil=0.513
export IMPL_pre_cts_ws_ns=0.531
export IMPL_grt_overflow=0
export IMPL_p_int_uw=948
export IMPL_worst_hold_path_type="flip-flop to flip-flop"
export IMPL_grt_max_degree=66
export IMPL_ys_chip_area_sq_um=6500
export IMPL_placed_area_sq_um=6880
export IMPL_wl_mm=13.0
export IMPL_syn_area_sq_um=6500
export IMPL_ys_types=49
export IMPL_setup_tns_ns=0
export IMPL_vias_per_cell=5.42
export IMPL_vias=4618
export IMPL_critical_path_cell_chain="ha_1 -> nand3_1 -> a21o_2 -> a21oi_4 -> and2b_2"
export IMPL_fin_area_sq_um=7030
export IMPL_most_common_cell="ha_1"
export IMPL_finalPower_mw=1.22
export IMPL_ys_top_cells_by_count="107 x ha_1, 64 x nor2_1, 53 x edfxtp_1, 48 x xnor2_1, 43 x dfxtp_1"
export IMPL_die_area_sq_um=13500
export IMPL_cts_resized=0
export IMPL_min_period_ns=1.98
export IMPL_die_h_um=116
export IMPL_ys_async_sr_fraction=0
export IMPL_clkLatencyLatePin_ns=0.27
export IMPL_crit_buf_inv=0
export IMPL_path_class="flip-flop to flip-flop"
export IMPL_unclocked_pins=65
export IMPL_tritoncts="done"
export IMPL_netlist_area_leader_share=0.245
export IMPL_final_seq_area_sq_um=2450
export IMPL_cts_hold_buf=0
export IMPL_power_switching_uw=269
export IMPL_slew_headroom=0.444
export IMPL_groute_usage_overall=0.216
export IMPL_largest_register_ffs=28
export IMPL_max_vdd_ir_drop_mv=0.231
export IMPL_rows=41
export IMPL_final_util=0.555
export IMPL_p_leak_nw=2.90
export IMPL_ys_seq_frac=0.377
export IMPL_first_pass_iters=4
export IMPL_r2r_cells=5
export IMPL_fa_ha_area_frac=0.206
export IMPL_untimed_endpoints=121
export IMPL_skew_ns=0.00389
export IMPL_top_area_cell="edfxtp_1"
export IMPL_place_congestion=0.923
export IMPL_drt_iter0_markers=151
export IMPL_p_seq_frac=0.428
export IMPL_p_comb_frac=0.099
export IMPL_drv_cap=0
export IMPL_whs_path_depth=1
export IMPL_cts_path_max_buffers=2
export IMPL_grt_pass1_vias=4349
export IMPL_hold_viol=0
export IMPL_drc_errors=0
export IMPL_rsz0062_at_grt="no"
export IMPL_path_delay_family="AND-OR/OR-AND gates"
export IMPL_finalCritPeriodShare=0.793
export IMPL_ys_flops=96
export IMPL_fillCellCount=1089
export IMPL_numCtsBuffers=5
export IMPL_enable_flop_cells=53
export IMPL_worstMarginPinSlew_ns=0.828
export IMPL_synth_avg_cell_area_sq_um=9.88
export IMPL_setup_violations_final=0
export IMPL_clkTransAtPathRegs_ns=0.05
export IMPL_reg_top3="PWM_duty: 28 flops, clk_prescaler_t.counter: 20 flops, counter_t.out: 10 flops"
export IMPL_ys_cells=658
export IMPL_area_leaders="edfxtp_1 24%, ha_1 21%, dfxtp_1 13%"
export IMPL_largest_register="PWM_duty"
export IMPL_p_per_area_nw_per_um2=173
export IMPL_max_stage_delay_ns=0.48
export IMPL_h_tree_depth=2
export IMPL_slew_violations=0
export IMPL_num_antenna_cells=0
export IMPL_ioPinCount=13
export IMPL_area_growth_pct=8.06
export IMPL_cp_max_fo=19
export IMPL_drive_above_1_share=0.0412
export IMPL_cts_root_buffer="clkbuf_16"
export IMPL_synthAoiAreaFrac=0.115
export IMPL_simple_gate_share=0.178
export IMPL_yosysWarnings=12
export IMPL_grt_pass1_wl_mm=21.5
==> kinds of logic after synthesis <==
kind of cell,after synthesis
AND/OR/NAND/NOR,222
AND-OR/OR-AND,113
adder cells (fa/ha/maj),107
flip-flops,96
XOR/XNOR,68
buffers and inverters,50
other,1
multiplexers,1
==> power by group through the flow <==
stage	Combinational, mW	Clock, mW	Sequential, mW
4_1_cts	0.121	0.585	0.522
5_1_grt	0.137	0.611	0.521
6_report	0.121	0.575	0.521
==> layer usage <==
metal	vias up	global-route usage	part of all wire
li1	2416	-	-
met1	2116	0.338	0.50
met2	76	0.348	0.45
met3	10	0.0272	0.034
met4	0	0.0248	0.012
met5	-	0	0
==> final cells by class <==
type	instances	share of cell area
Inverter	40	0.0214
Tap cell	172	0.0306
Timing Repair Buffer	23	0.0288
Clock buffer	6	0.0198
Sequential cell	96	0.349
Multi-Input combinational cell	514	0.550
Clock inverter	1	0.000712
==> worst paths after layout <==
check	from	end	slack, ns
worst max-delay path	clk_prescaler_t.counter[0]$_SDFF_PP0_	clk_prescaler_t.counter[1]$_SDFF_PP0_	0.52
worst max register to register	clk_prescaler_t.counter[0]$_SDFF_PP0_	clk_prescaler_t.counter[1]$_SDFF_PP0_	0.52
worst min register to register	counter_t.out[0]$_SDFF_PP0_	counter_t.out[0]$_SDFF_PP0_	0.47
worst min-delay path	counter_t.out[0]$_SDFF_PP0_	counter_t.out[0]$_SDFF_PP0_	0.47
==> cells in the final DEF, fill, tap and decap left out, types with 5 or more instances in the layout <==
master	netlist	routed
nand4_1	8	8
o21a_1	12	12
nand2b_1	8	8
ha_1	107	107
nand2_1	35	35
buf_4	0	11
clkdlybuf4s50_1	0	12
o21ai_0	16	16
xnor2_1	48	48
dfxtp_1	43	43
o22ai_1	5	5
nor3_1	6	6
nand3_1	26	26
and3_1	21	21
a21oi_1	31	31
o211ai_1	14	14
clkbuf_16	0	5
inv_1	39	39
a221oi_1	7	7
edfxtp_1	53	53
xor2_1	20	20
and2_1	27	27
nor2_1	64	64
==> through the flow <==
stage          cells  hold WS [ns]
6_report         852         0.466
5_1_grt          852         0.498
4_1_cts          852         0.471
3_5_place_dp     845         0.455
3_3_place_gp     845         0.439
2_1_floorplan    660         0.426
No activity file was given, so power comes from the tool's default toggle rates.
